### config.mk
export PLATFORM = sky130hd
export DESIGN_NAME = fr_divider
export DESIGN_NICKNAME = fr_divider
export VERILOG_FILES = /design/flow/design.v
export SDC_FILE = /design/flow/constraint.sdc
export NUM_CORES = 4
export LEC_CHECK = 1
export CORE_AREA = 10 10 105 105
export DIE_AREA = 0 0 115 115
### constraint.sdc
current_design fr_divider

set clk_period 7.5
set clk_io_pct 0.2

create_clock -name clk0 -period $clk_period [get_ports {clk}]

set non_clock_inputs [all_inputs -no_clocks]
set_input_delay [expr $clk_period * $clk_io_pct] -clock clk0 $non_clock_inputs
set_output_delay [expr $clk_period * $clk_io_pct] -clock clk0 [all_outputs]
### design.v
module fr_divider(input wire clk,output reg d_clk);
integer count = 0;
always @(posedge clk)begin
  count = count +1;
  if(count < 16932)begin
    d_clk = 0;
  end
  if(count > 16932 && count <34316)begin
    d_clk = 1;
  end
  if (count >34316) count = 0;
end
endmodule
### run.sh
#!/bin/bash
# OpenROAD 26Q1-2900-gdf79404cd8, Yosys 0.63+post, stock flow scripts
make -C /OpenROAD-flow-scripts/flow DESIGN_CONFIG=/design/flow/config.mk WORK_HOME=/design/flow/orfs finish
==> summary.rpt <==
RUN METRICS
----------------------------------------------------
[Placed design]
  Post-DP HPWL ........................ 3.202 mm
  Weighted congestion reported at the end of routability-driven placement ........................ ~0.86
  IO Port Bufs ........................ 1
  Worst slack, placed ........................ ~4.2 ns

[Die]
  Chip Area ........................ 13230 sq um
  Top-level port count ........................ 2
  Area of the core region ........................ about 9000 sq um
  Placement Rows ........................ 34
  Horiz. Die Dim ........................ approximately 120 microns
  Height of the die ........................ roughly 120 microns
  Core utilization before placement ........................ 0.2440

[Critical path]
  Endpoint of the worst register-to-register path ........................ count[19]
  Setup Crit Path Kind ........................ flip-flop to flip-flop
  Data required time at the worst endpoint ........................ between 7 and 8 ns
  Crit. End Element ........................ flip-flop
  Worst endpoint data arrival time ........................ around 3.4 ns
  CP startpoint kind ........................ flip-flop
  Register-to-Register Setup Slack ........................ about 4.2 ns
  Crit path max fanout ........................ 17
  Logic depth of the worst register-to-register path ........................ 10
  Reg-to-reg startpoint ........................ count[0]

[Power and ir drop]
  Cell Pwr Density ........................ ~130 nW/um^2
  P_leak ........................ 0.7734 nW
  Peak supply drop ........................ around 0.000066 V

[Final layout]
  Final core utilization ........................ 0.2624
  Fraction of layout cells with a size suffix above 1 ........................ 0.1132
  Area overhead of the layout relative to synthesis ........................ 7.548%
  Most used logic cell in the final layout ........................ nor2_1
  Multi-input combinational cell area ........................ about 1400 sq um
  Filler cell count ........................ a little under 1000
  Leading cell types in the layout, fill and taps excluded ........................ nor2_1 (42), dfxtp_1 (33), xnor2_1 (22)
  Sequential cell area in the final layout ........................ around 660 sq um

[Clock network]
  Maximum number of buffers from clock root to sink ........................ 2
  Inserted Clock Buffers ........................ 5
  Clock edge transition at the registers on the reported setup and hold paths ........................ ~0.080 ns
  CTS HTree Levels ........................ 2
  Post-cts hold-fix buffer tally ........................ 0
  Insertion Delay late pin ........................ 0.29 ns
  Clock sinks ........................ 33
  Total setup buffers inserted after CTS ........................ 0
  Number of resized instances in the post-cts repair step ........................ 0
  Clk root buf ........................ clkbuf_8
  CTS tree ........................ built

[Yosys]
  Top cells by area ........................ dfxtp_1 (31%), xnor2_1 (9.0%), nor2_1 (7.4%)
  # Cells Yosys ........................ approximately 270
  Yosys Warn Count ........................ 1
  Dominant cell area share ........................ 0.3090
  Largest area contributor in the netlist ........................ dfxtp_1
  Commonest register cell after synthesis ........................ dfxtp_1
  Synthesis-stage register bit count ........................ 33
  Share of synthesized registers carrying an async set or reset ........................ 0
  Synthesized cell area ........................ about 2100 sq um
  Register area share after synthesis ........................ 0.3090
  Post-synthesis cell type count ........................ a little under 50
  Area reported by Yosys stat ........................ between 2000 and 2500 sq um
  Number of enable flip-flop cells ........................ 0
  Number of instances in the synthesized netlist ........................ 267
  Mean Syn Cell Area ........................ about 8 sq um

[Routing]
  Number of iterations in the first detailed-routing pass ........................ 4
  Number of remaining DRC errors ........................ 0
  Wire length reported by the detailed router ........................ about 4.3 mm
  DR WL/cell ........................ 11.45 microns
  Vias per cell ........................ about 4.8
  Antenna fix cells ........................ 0
  Via count ........................ 1781
  Number of violations reported at the end of detailed-routing iteration 0 ........................ 59
  Tally of nets with antenna violations remaining after routing ........................ 0

[GRT]
  Met1 demand-to-capacity share in global routing ........................ 0.09951
  Largest net degree at the start of global routing ........................ 18
  Overall track demand over capacity in global routing ........................ 0.06808
  Top Usage Layer GRT ........................ met2
  First-pass GRT wire length ........................ 7.721 mm
  Congestion Overflow GR ........................ 0
  GR Layer Usage met3 ........................ 0.01319
  Global routing met2 resource utilization ........................ 0.1032
  Initial antenna violation count ........................ 0
  Via count of the first global-routing pass ........................ 1649

[Final timing]
  Final Max Tran Viols ........................ 0
  Tmin final ........................ between 3 and 4 ns
  Slew HR ........................ 0.5913
  Max Freq ........................ 0.3064 GHz
  Fin crit share ........................ 0.4352
  Final tally of setup violations ........................ 0
  RSZ-0062 raised after global routing ........................ false
  Number of hold violations in the final report ........................ 0
  Tightest Pin Transition ........................ ~0.61 ns
  Worst clock skew on the final layout ........................ 0.009965 ns
  Setup TNS Final ........................ 0 ns
  Worst Slack Setup Final ........................ about 4.2 ns

[Run status]
  Result of the run ........................ finished, final reports clean

[Min path]
  Hold Crit Start ........................ d_clk
  End point of the most critical hold path ........................ d_clk
  Worst hold path class ........................ flip-flop to flip-flop
  Worst hold path stage count ........................ 2

[Run]
  Number of max-cap violations ........................ 0
  Number of warning messages in the logs ........................ 26

----------------------------------------------------
-- critical path, cell delays in order (launching register included) --
cell	delay, ns
dfxtp_1	0.50
ha_1	0.31
nand4_1	0.18
or4_4	0.48
nor4_1	0.43
nor4_1	0.11
o22ai_2	0.17
nor4_4	0.09
a21oi_4	0.49
buf_4	0.32
nor2_1	0.07
-- per-layer routing --
metal  wire length, microns  vias to the layer above
li1                       -                      928
met1                   2227                      813
met2                   1785                       29
met3                    189                       11
met4                     68                        0
met5                      0                        -
-- per-stage QoR --
stage	std cells	power, W	hold WS (ns)	cell area (sq um)
after global routing	373	0.0003205	0.5745	2300
after detailed placement	365	0.0001792	0.5378	2213
final	373	0.0003073	0.5498	2300
after global placement	365	0.0001792	0.5234	2213
after CTS	373	0.0003134	0.5574	2300
after floorplan	267	0.0001792	0.4921	2138
-- registers in the layout (all words and copies together), names as in the netlist --
name	count
count	32
d_clk	1
-- power by group --
| part | switching [W] | internal (W) | total, W |
|---|---|---|---|
| logic | 0 | 0 | 0.000000000464 |
| clock network | 0.0000682 | 0.0000640 | 0.000132 |
| registers | 0 | 0.000175 | 0.000175 |
| total | 0.0000682 | 0.000239 | 0.000307 |
-- how the worst max path moves through the flow --
stage	from	end	slack [ns]
global route	count[0]	count[21]	3.90
finish	count[0]	count[19]	4.24
CTS	count[0]	count[19]	4.18
-- cell usage after synthesis, types with 5 or more instances --
cell	n
nor3_1	15
o21ai_0	5
nand3_1	18
and3_1	10
nand2_1	20
a21oi_1	6
nand4_1	9
nor4_1	6
nor2_1	42
nor2_2	8
xor2_1	11
xnor2_1	22
inv_1	7
dfxtp_1	33
-- area by class of cell --
type	count	area share
Clock buffer	5	0.02992
Clock inverter	3	0.007617
Inverter	7	0.01143
Multi-Input combinational cell	215	0.5974
Sequential cell	33	0.2873
Tap cell	108	0.05876
Timing Repair Buffer	2	0.007617
-- kinds of logic (layout without fill, tap and decap cells) --
kind of cell / Yosys count / after routing / share of synthesized area
simple gates: 154 / 154 / 0.4073
xor+xnor: 33 / 33 / 0.1352
flops: 33 / 33 / 0.3090
compound gates: 25 / 25 / 0.08368
buf+inv: 19 / 17 / 0.04857
fa+ha+maj: 2 / 2 / 0.01170
mux: 1 / 1 / 0.004681
Power and IR drop assume default switching activity.
